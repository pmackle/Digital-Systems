[flow/run.sh]
#!/bin/bash
# OpenROAD 26Q1-2900-gdf79404cd8, Yosys 0.63+post, stock flow scripts
make -C /OpenROAD-flow-scripts/flow DESIGN_CONFIG=/design/flow/config.mk WORK_HOME=/design/flow/orfs finish
[flow/config.mk]
export PLATFORM = sky130hd
export DESIGN_NAME = counter2
export DESIGN_NICKNAME = counter2
export VERILOG_FILES = /design/flow/design.v
export SDC_FILE = /design/flow/constraint.sdc
export NUM_CORES = 4
export LEC_CHECK = 1
export CORE_UTILIZATION = 40
[flow/design.v]
module counter2(
	input wire			reset,
	input wire			enable1,
	input wire			enable2,
	input wire			up_down,
	input wire			free_run,
	input					clk,
	output reg 			[23:0] display
);
	reg					[23:0] count2 = 24'b000000000000000000000000;
	reg					[23:0] count2_c = 24'b000000000000000000000000;
always @(enable2 or reset) begin
	if (enable2 == 1'b1)begin
		count2_c = count2;
		if (up_down == 1'b1) begin
			count2_c = count2 + 24'b000000000000000000000001;
		end
		if (up_down == 1'b0) begin
			count2_c = count2 - 24'b000000000000000000000001;
		end
		if (free_run == 1'b1 && count2 == 24'b111111111111111111111111) begin
			count2_c = 24'b000000000000000000000000;
		end	
		if (free_run == 1'b0 && count2 == 24'b100000000000000000000000)begin
			count2_c = count2;
		end
	end
		if (reset == 1'b1) begin
		count2_c = 24'b000000000000000000000000;	
		end
end
always @(posedge clk) begin
	count2 <= #1 count2_c;
	display <= #1 count2_c;
end
endmodule
[flow/constraint.sdc]
current_design counter2

set clk_period 1.0
set clk_io_pct 0.2

create_clock -name clk0 -period $clk_period [get_ports {clk}]

set non_clock_inputs [all_inputs -no_clocks]
set_input_delay [expr $clk_period * $clk_io_pct] -clock clk0 $non_clock_inputs
set_output_delay [expr $clk_period * $clk_io_pct] -clock clk0 [all_outputs]
==> reports/qor.txt <==
Diode count = 0
PortBufs = 28
Top cells by count, synth = 48 x dfxtp_1, 29 x nand2_1, 26 x nor2_1, 25 x a21oi_1, 24 x dlxtn_1
Synth top area cells = dfxtp_1 33%, dlxtn_1 13%, ha_1 9.6%, a21oi_1 4.3%, nand2_1 3.8%
Worst hold slack = 881 ps
Arrival time worst endpoint = 760 ps
Clock buffer depth = 2
WL/cell = 14.3 µm
Pwr dens = 1250 nW/µm²
Die Wd = 86.8 µm
First-pass DRT Iterations = 4
Top-area cell type share of the netlist area = 33.4%
Ys async rst share = 0%
Placed cell area = 3250 µm²
Seq pwr share = 50.4%
Worst Setup End Kind = output pin
Switching Fraction = 26.4%
Vias per inst = 5.28
Setup violators final = 0
Max-cap viol count = 0
M1 GR Usage = 31.0%
Register pins left without a clock = 24
Crit path cell chain = clkdlybuf4s15_1
Initial DRC Count = 169
Worst Hold Class = reg2out
IO Pins = 30
Critical path's top delay family = flip-flops
Ys flops = 72
FP Core Util = 41.9%
Final Max Tran Viols = 0
WL final = 6.36 mm
GRT Total Usage = 18.3%
Routability cong. = 0.891
Mapped Area = 2880 µm²
Max IR drop VDD = 0.000611 V
Count leader, synth = dfxtp_1
Slew HR = 39.0%
Area leader, netlist = dfxtp_1
Grt total ovfl = 0
Hold Crit Start = display[16]$_DFF_P_
Synth Warn # = 1
Core area = 6870 µm²
# Cells Yosys = 316
Crit path from = display[12]$_DFF_P_
Bufs and invs on worst path = 1
CP Launch Type = flop
Met3 Track Usage GR = 2.90%
Max Fanout on Critical Path = 1
Largest net degree at the start of global routing = 23
Commonest flop = dfxtp_1
Share of cells above drive strength 1 = 12.4%
Height of the die = 86.8 µm
Hold Buf Count CTS = 0
Combinational Power Share = 15.0%
First-pass GRT wire length = 10.4 mm
GRT Max-Usage Layer = met1
DRC = 0
Antenna Nets Post-Route = 0
Pint = 3.01 mW
Endpoints left unconstrained = 72
Worst Tran Pin Value = 913 ps
Final Hold Violation Tally = 0
Area growth, synth to finish = 13.1%
Inserted Clock Buffers = 5
Met2 usage = 25.6%
Yosys Chip Area = 2880 µm²
Min cycle time layout = 965 ps
Root Buffer = clkbuf_8
Die area = 7540 µm²
Clk pwr share = 34.6%
CP Class = reg2out
Max incr delay on CP = 310 ps
Crit path required time = 800 ps
Post-synth EDFFs = 0
CTS tree = done
Final Cycle Share = 96.5%
Initial antenna violation count = 0
NetSw = 1.08 mW
Achievable Freq = 1040 MHz
Status = finished, final reports clean
Post-DP HPWL = 4.71 mm
Leak = 1.44 nW
Number of global-route vias before repair = 2126
Unique cell types = 49
Final Instance Area = 3250 µm²
CTS H-tree lvls = 2
Clk slew on worst S/H paths = 90 ps
Slowest library cell on the worst path = dfxtp_1
Vias post-DR = 2338
Standard-cell rows = 30
Synth Area per Inst = 9.11 µm²
Post-synthesis cell count = 316
Tool warning count = 26
## sequential cells by signal (all words and copies together), names as in the netlist
register	flops
display	24
count2_c	24
count2	24
## power by group through the flow
stage / clock network [mW] / logic [mW] / registers [mW]
4_1_cts: 1.48 / 0.617 / 2.06
5_1_grt: 1.55 / 0.691 / 2.07
6_report: 1.41 / 0.612 / 2.06
## placed cells by master, fill, tap and decap left out, drive strengths merged, types with 2 or more instances in the layout
| master | Yosys | final |
|---|---|---|
| a31oi | 4 | 4 |
| a211o | 2 | 2 |
| xor2 | 6 | 6 |
| nor2 | 26 | 26 |
| a2111oi | 3 | 3 |
| ha | 22 | 22 |
| a211oi | 3 | 3 |
| inv | 15 | 15 |
| nand3 | 7 | 7 |
| dlxtn | 24 | 24 |
| xnor2 | 4 | 4 |
| nor3 | 14 | 14 |
| nor3b | 4 | 4 |
| o21ai | 19 | 19 |
| buf | 3 | 5 |
| o31ai | 2 | 2 |
| a21boi | 3 | 3 |
| o21a | 2 | 2 |
| a2111o | 2 | 2 |
| mux2i | 3 | 3 |
| or2 | 2 | 2 |
| nor4 | 5 | 5 |
| o211ai | 3 | 3 |
| clkdlybuf4s50 | 0 | 4 |
| dfxtp | 48 | 48 |
| o21bai | 2 | 2 |
| a21o | 8 | 8 |
| nand2 | 29 | 29 |
| or3 | 2 | 2 |
| clkbuf | 3 | 24 |
| a21oi | 25 | 25 |
| nand4 | 9 | 9 |
## worst paths after layout
check                endpoint  slack (ps)  cells after the start
hold / removal    display[16]         880                      1
setup / recovery  display[12]          40                      1
## cell type report
cell class,count,area (µm²)
multi-input combinational,223,1470
inverter,15,56.3
tap,96,120
clock inverter,3,42.5
sequential,72,1330
fill,656,3610
timing repair buffer,29,173
clock buffer,5,68.8
## cell families after synthesis
kind of cell               after synthesis  share of synthesized area, %
and+or+nand+nor                        104                          18.0
adders and majority gates               23                          10.3
muxes                                    3                          1.04
AOI/OAI and AO/OA                       83                          18.5
buffers and inverters                   21                          3.17
xor gates and xnor gates                10                          3.04
latches                                 24                          12.5
DFF                                     48                          33.4
## stage by stage
step	total power [mW]	cells	setup WS [ps]	setup TNS [ps]	util, %
final	4.08	443	35.3	0	47.4
after global routing	4.31	443	-0.0239	-0.0239	47.4
after CTS	4.15	443	1.44	0	48.7
after detailed placement	2.72	435	57.1	0	47.3
after global placement	2.72	435	55.6	0	47.3
after floorplan	2.54	316	538	0	-
## layer usage
metal / vias to the layer above / wire length (µm)
li1: 1209 / -
met1: 1067 / 3360
met2: 55 / 2590
met3: 7 / 303
met4: 0 / 102
met5: - / 0
## what timing repair did
action | 4_1_cts | 5_1_grt
resized | 53 | 24
setup endpoints to repair | 24 | 19
buffers inserted | 0 | 0
Power figures rest on the tool's default switching activity, not on a simulated workload.
