`flow/design.v`:
```
module BCDConverter(
	input						[9:0]	twosCompNum,
	input								nothing,
	input								outofrange,
	output		     reg [7:0]		out0,
	output		     reg [7:0]		out1,
	output		     reg [7:0]		out2,
	output		     reg [7:0]		out3
);
reg [4:0] hundreds; reg [3:0] hundreds2;
reg [4:0] tens; reg [3:0] tens2;
reg [5:0] ones; reg [3:0] ones2;  
reg [9:0] twosCompNum2;
always @(*) begin
	out3 = 8'b10111111;
	out2 = 8'b10111111;
	out1 = 8'b10111111;
	out0 = 8'b10111111;
	hundreds = 5'b00000;
	tens = 5'b00000;
	ones = 5'b00000;
	twosCompNum2 = 10'b0000000000;
	if (twosCompNum[9] == 1'b1) begin  
		out3 = 8'b10111111;
		twosCompNum2 = -twosCompNum;
	end else begin
		out3 = 8'b11111111;
		twosCompNum2 = twosCompNum;
	end
	#100
	if (twosCompNum2[8] == 1'b1) begin  
		hundreds = 5'b00010 + hundreds;
		tens = 5'b00101 + tens;
		ones = 6'b000110 + ones;
	end
	#100
	if (twosCompNum2[7] == 1'b1) begin  
		hundreds = 5'b00001 + hundreds;
		tens = 5'b00010 + tens;
		ones = 6'b001000 + ones;
	end
	#100
	if (twosCompNum2[6] == 1'b1) begin  
		tens = 5'b00110 + tens;
		ones = 6'b000100 + ones;
	end
	#100
	if (twosCompNum2[5] == 1'b1) begin  
		tens = 5'b00011 + tens;
		ones  = 6'b000010 + ones;
	end
	#100
	if (twosCompNum2[4] == 1'b1) begin  
		tens = 5'b00001 + tens;
		ones = 6'b000110 + ones;
	end
	#100
	if (twosCompNum2[3] == 1'b1) begin  
		ones = 6'b001000 + ones;
	end
	#100
	if (twosCompNum2[2] == 1'b1) begin  
		ones = 6'b000100 + ones;
	end
	#100
	if (twosCompNum2[1] == 1'b1) begin  
		ones = 6'b000010 + ones;
	end
#100
	if (twosCompNum2[0] == 1'b1) begin  
		ones = 6'b000001 + ones;
	end
	if (ones >= 6'b001010 && ones < 6'b010100) begin  
		tens = 5'b00001 + tens;
		ones = ones - 6'b001010;
		ones2 = ones[3:0];
	end else if (ones >= 6'b010100 && ones < 6'b011110) begin  
		tens = 5'b00010 + tens;
		ones = ones - 6'b010100;
		ones2 = ones[3:0];
	end else if (ones >= 6'b011110 && ones < 6'b101000) begin  
		tens = 5'b00011 + tens;
		ones = ones - 6'b011110;
		ones2 = ones[3:0];
	end else if (ones >= 6'b101000 && ones < 6'b110010) begin  
		tens = 5'b00100 + tens;
		ones = ones - 6'b101000;
		ones2 = ones[3:0]; 
	end else if (ones > 6'b110010) begin  
		tens = 5'b00101 + tens;
		ones = ones - 6'b110010;
		ones2 = ones[3:0];  
	end else begin
		ones2 = ones[3:0];
	end
#100
	if (tens >= 5'b01010 && tens < 5'b10100) begin  
		hundreds = 5'b000001 + hundreds;
		tens = tens - 5'b01010;
		tens2 = tens[3:0];
	end else if (tens >= 5'b10100 && tens < 5'b11110) begin  
		hundreds = 5'b00010 + hundreds;
		tens = tens - 5'b10100;
		tens2 = tens[3:0];
	end else begin 
		tens2 = tens[3:0];
	end
#100
	if (hundreds >= 5'b01010) begin  
		hundreds2 = 4'b0000;  
	end else begin
		hundreds2 = hundreds[3:0];  
	end
#100
		case (hundreds2)
			4'b0000 : out2 = 8'b11000000;
			4'b0001 : out2 = 8'b11111001;
			4'b0010 : out2 = 8'b10100100;
			4'b0011 : out2 = 8'b10110000;
			4'b0100 : out2 = 8'b10011001;
			4'b0101 : out2 = 8'b10010010;
			4'b0110 : out2 = 8'b10000010;
			4'b0111 : out2 = 8'b11111000;
			4'b1000 : out2 = 8'b10000000;
			4'b1001 : out2 = 8'b10011000;
			4'b1010 : out2 = 8'b10001000;
			default : out2 = 8'b00000000;
		endcase
		case (tens2)
			4'b0000 : out1 = 8'b11000000;
			4'b0001 : out1 = 8'b11111001;
			4'b0010 : out1 = 8'b10100100;
			4'b0011 : out1 = 8'b10110000;
			4'b0100 : out1 = 8'b10011001;
			4'b0101 : out1 = 8'b10010010;
			4'b0110 : out1 = 8'b10000010;
			4'b0111 : out1 = 8'b11111000;
			4'b1000 : out1 = 8'b10000000;
			4'b1001 : out1 = 8'b10011000;
			4'b1010 : out1 = 8'b10001000;
			default : out1 = 8'b00000000;
		endcase
		case (ones2)
			4'b0000 : out0 = 8'b11000000;
			4'b0001 : out0 = 8'b11111001;
			4'b0010 : out0 = 8'b10100100;
			4'b0011 : out0 = 8'b10110000;
			4'b0100 : out0 = 8'b10011001;
			4'b0101 : out0 = 8'b10010010;
			4'b0110 : out0 = 8'b10000010;
			4'b0111 : out0 = 8'b11111000;
			4'b1000 : out0 = 8'b10000000;
			4'b1001 : out0 = 8'b10011000;
			4'b1010 : out0 = 8'b10001000;
			default : out0 = 8'b00000000;
		endcase
	if (nothing == 1'b1) begin  
		out3 = 8'b10111111;
		out2 = 8'b10111111;
		out1 = 8'b10111111;
		out0 = 8'b10111111;
	end
	if (outofrange == 1'b1) begin  
		out3 = 8'b10000000;
		out2 = 8'b10000000;
		out1 = 8'b10000000;
		out0 = 8'b10000000;
	end
end
endmodule
```
`flow/run.sh`:
```
#!/bin/bash
# OpenROAD 26Q1-2900-gdf79404cd8, Yosys 0.63+post, stock flow scripts
make -C /OpenROAD-flow-scripts/flow DESIGN_CONFIG=/design/flow/config.mk WORK_HOME=/design/flow/orfs finish
```
`flow/config.mk`:
```
export PLATFORM = sky130hd
export DESIGN_NAME = BCDConverter
export DESIGN_NICKNAME = BCDConverter
export VERILOG_FILES = /design/flow/design.v
export SDC_FILE = /design/flow/constraint.sdc
export NUM_CORES = 4
export LEC_CHECK = 1
export CORE_UTILIZATION = 30
```
`flow/constraint.sdc`:
```
current_design BCDConverter

set clk_period 17.3
set clk_io_pct 0.2

create_clock -name clk0 -period $clk_period

set non_clock_inputs [all_inputs -no_clocks]
set_input_delay [expr $clk_period * $clk_io_pct] -clock clk0 $non_clock_inputs
set_output_delay [expr $clk_period * $clk_io_pct] -clock clk0 [all_outputs]
```
==> reports/metrics.cfg <==
[pwr]
intPower_mw=0.342
pwr-share-clk_pct=0
combPwrFrac_pct=100.0
power.density_nw_per_um2=187
ir_drop_mv=0.0864
switchingPower_mw=0.439
fin_total_pwr_mw=0.782
p_leak_nw=1.62
pwr-share-seq_pct=0
switching_share_pct=56.2

[final_timing]
slew_headroom_pct=43.0
setup_violations=0
worst_slew_pin_slew_ns=0.852
hold_viol=0
fin_setup_tns_ns=0
rsz0062_at_grt=false
slew_viol_final=0
fmax_mhz=60.3
period_needed_ns=16.59
fin_crit_sh_pct=95.9

[floorplan]
initCoreUtil_pct=30.7
io_pins=44
coreArea_um2=12000
die_area_um2=12700
die_x_um=113
row_count=40
die_y_um=113

[route]
avgRoutedWirePerCell_um=15.6
drt-pass1-iter-count=4
finalWirelength_mm=10.6
drtAntennaViolNets=0
vias_per_cell=5.76
drt_iter0_markers=442
num_vias=3920
post-route-drc-count=0
antenna_cells=0

[global_route]
first_global_vias=3509
antenna_found_initial=0
gr-total-overflow=0
grt_usage_pct=16.8
grt_max_degree=23
grt_pass1_wl_mm=17.8

[cells_and_area]
final_common_cell=nand2_1
layout.area.seq_um2=0
n_sequential_cell=0
drive_gt1_share_pct=10.9
fin_cells=680
lay_top_cells=nand2_1 (50), a21oi_1 (43), clkdlybuf4s50_1 (42), ha_1 (37), nor2_1 (26)
nFillCells=1245
stdcell_area_um2=4180
clock_buffers=0
area_growth_pct=13.4

[logic_synthesis]
yosys_warnings=1
synth_cells=518
synth.cell_area_um2=3690
synthDistinctLibCells=106
ys_seq_share_pct=0
ys_area_um2=3690
ys_cells=518
syn_avg_cell_area_um2=7.12

[setup_path]
arrival_ns=13.13
crit_required_ns=13.84
critPathMaxStageDelay_ns=0.65
slowest_stage=clkdlybuf4s50_1
crit_path_max_fanout=11
critPathMostFrequentCell=ha_1
startpoint_type=primary input
worst_setup_path_end_kind=primary output
crit_type=primary input to primary output

[placed_design]
placed_area_um2=4140
dp_cells=679
hpwl_mm=8.50
port_buffers=42
gp_congestion=0.953

[min_path]
hold_path.class=primary input to primary output
whs_path_depth=3

[run]
drv_cap=0
warnings=52

[status]
status=finished, final reports clean

-- power by group through the flow --
stage	clock, mW	combinational [mW]	sequential [mW]
CTS	0	0.768	0
global route	0	0.870	0
finish	0	0.782	0
-- metal layers --
metal  vias to the layer above  share of wire (%)  GRT usage (%)
met5                         -                  0              0
met4                         0                1.2           1.84
met3                        12                4.7          0.491
met2                       111                 43           26.8
met1                      1814                 51           26.0
li1                       1983                  -              -
-- cells by family (layout without fill, tap and decap cells) --
logic type	count (synthesis)	in the layout	share of synthesized area, %
adders and majority gates	39	39	13.2
buffers and inverters	63	77	8.21
other	1	2	0.102
xor gates and xnor gates	30	30	8.52
and+or+nand+nor	193	193	28.1
AOI/OAI and AO/OA	170	170	35.6
muxes	22	22	6.31
-- final cells by class --
type	instances	area, µm²	share of cell area (%)
Multi-Input combinational cell	456	3420	81.9
Timing Repair Buffer	47	458	11.0
Tap cell	147	184	4.40
Inverter	30	116	2.78
-- Yosys cell counts, types with 4 or more instances --
| master | count | area (µm²) |
|---|---|---|
| nand2_1 | 50 | 188 |
| a21oi_1 | 44 | 220 |
| ha_1 | 38 | 475 |
| nor2_1 | 26 | 97.6 |
| inv_1 | 24 | 90.1 |
| nand3_1 | 22 | 110 |
| xnor2_1 | 21 | 184 |
| o21ai_0 | 19 | 95.1 |
| nor3_1 | 18 | 90.1 |
| mux2i_1 | 14 | 140 |
| clkbuf_1 | 12 | 45.0 |
| nand2b_1 | 11 | 68.8 |
| buf_4 | 10 | 75.1 |
| and2_1 | 8 | 50.1 |
| o211ai_1 | 8 | 60.1 |
| a211oi_1 | 7 | 52.6 |
| buf_2 | 7 | 35.0 |
| mux2_2 | 7 | 78.8 |
| a21o_1 | 6 | 45.0 |
| nand4_1 | 6 | 37.5 |
| nor2b_1 | 6 | 37.5 |
| nor4_1 | 6 | 37.5 |
| o21ai_1 | 6 | 30.0 |
| or3_1 | 6 | 37.5 |
| a31oi_1 | 5 | 31.3 |
| nor3b_1 | 5 | 37.5 |
| a211oi_2 | 4 | 50.1 |
| o221ai_1 | 4 | 35.0 |
| o22ai_1 | 4 | 25.0 |
| xor2_1 | 4 | 35.0 |
-- critical path, delay by kind of cell --
family                   cells  cell delay [ns]
multiplexers                 1             0.17
AND-OR/OR-AND               15             3.47
adder cells (fa/ha/maj)      5             1.57
AND/OR/NAND/NOR             11             2.67
buffers and inverters        6             1.79
-- worst paths after layout --
path           start       to  slack (ns)
max   twosCompNum[0]  out1[4]        0.71
min          nothing  out3[6]        8.18
-- timing repair --
item | in CTS | in global routing
hold buffers | 0 | 0
setup buffers | 0 | 1
setup endpoints to repair | 0 | 13
gates resized | 0 | 7
-- metrics by stage --
step | util (%) | setup WS [ns] | hold slack (ns)
2_1_floorplan | - | 2.75 | 6.99
3_3_place_gp | 34.5 | 0.616 | 8.21
3_5_place_dp | 34.5 | 0.562 | 8.20
4_1_cts | 34.5 | 0.520 | 8.20
5_1_grt | 34.8 | 0.0112 | 8.27
6_report | 34.8 | 0.712 | 8.18
Power and IR drop assume default switching activity.
