==> flow/design.v <==
module spi_control#(
        parameter SPI_CLK_FREQ  = 2_000_000,
        parameter UPDATE_FREQ   = 50
    )(
        input                   reset_n,
        input                   clk,
        input                   spi_clk,  
        input                   spi_clk_out,
        output                  data_update,
        output [15:0]           data_x,
        output [15:0]           data_y,
        output                  SPI_SDI,
        input                   SPI_SDO,
        output                  SPI_CSN,
        output                  SPI_CLK,
        input [1:0]             interrupt  
    );
localparam TIMECOUNT = SPI_CLK_FREQ / UPDATE_FREQ;
localparam SDI_WIDTH = 16;
localparam SDO_WIDTH = 8;
localparam WRITE_MODE      = 2'b00;
localparam READ_MODE       = 2'b10;
localparam INI_NUMBER      = 4'd11;
localparam   IDLE            = 0;
localparam   TRANSFER        = 1;
localparam   INTERACT        = 2;
localparam   BW_RATE         = 6'h2c;
localparam   POWER_CONTROL   = 6'h2d;
localparam   DATA_FORMAT     = 6'h31;
localparam   INT_ENABLE      = 6'h2E;
localparam   INT_MAP         = 6'h2F;
localparam   THRESH_ACT      = 6'h24;
localparam   THRESH_INACT    = 6'h25;
localparam   TIME_INACT      = 6'h26;
localparam   ACT_INACT_CTL   = 6'h27;
localparam   THRESH_FF       = 6'h28;
localparam   TIME_FF         = 6'h29;
localparam   INT_SOURCE      = 6'h30;  
localparam   X_LB            = 6'h32;  
localparam   X_HB            = 6'h33;  
localparam   Y_LB            = 6'h34;  
localparam   Y_HB            = 6'h35;  
localparam   Z_LB            = 6'h36;  
localparam   Z_HB            = 6'h37;  
reg  [3:0]              init_index;
reg  [SDI_WIDTH-3:0]    write_data;
reg  [SDI_WIDTH-1:0]    data_tx;
reg                     start;
wire                    done;
wire [SDO_WIDTH-1:0]    data_rx;
reg  [1:0]              spi_state;
reg data_update_internal;
reg [1:0] data_update_shift;
reg  [$clog2(TIMECOUNT)-1:0]   sample_count;  
wire sample;
reg [2:0] read_index;
reg [7:0] read_command;
localparam LAST_READ_COMMAND = 4;
reg [7:0] data_storage [3:0];
assign data_x = {data_storage[1], data_storage[0]};
assign data_y = {data_storage[3], data_storage[2]};
spi_serdes serdes (
        .reset_n        (reset_n),
        .spi_clk        (spi_clk),
        .spi_clk_out    (spi_clk_out),
        .data_tx        (data_tx),
        .start          (start),
        .done           (done),
        .data_rx        (data_rx),
        .SPI_SDI        (SPI_SDI),
        .SPI_SDO        (SPI_SDO),
        .SPI_CSN        (SPI_CSN),
        .SPI_CLK        (SPI_CLK)
    );
always @ (*) begin
    case (init_index)
        0       : write_data = {THRESH_ACT,     8'h20};
        1       : write_data = {THRESH_INACT,   8'h03};
        2       : write_data = {TIME_INACT,     8'h01};
        3       : write_data = {ACT_INACT_CTL,  8'h7f};
        4       : write_data = {THRESH_FF,      8'h09};
        5       : write_data = {TIME_FF,        8'h46};
        6       : write_data = {BW_RATE,        8'h09};
        7       : write_data = {INT_ENABLE,     8'h10};
        8       : write_data = {INT_MAP,        8'h10};
        9       : write_data = {DATA_FORMAT,    8'h00};
        default : write_data = {POWER_CONTROL,  8'h08};
    endcase
end
always @(*) begin
    case (read_index)
        0 : read_command = {READ_MODE, X_LB};
        1 : read_command = {READ_MODE, X_HB};
        2 : read_command = {READ_MODE, Y_LB};
        3 : read_command = {READ_MODE, Y_HB};
        default : read_command = {READ_MODE, INT_SOURCE};
    endcase
end
assign sample = (sample_count == TIMECOUNT - 1);
always @(posedge spi_clk or negedge reset_n) begin
    if (!reset_n) begin
        sample_count <= 0;
    end else begin
        if (sample) begin
            sample_count <= 0;
        end else begin
            sample_count <= sample_count + 1'b1;
        end
    end 
end
always@(posedge spi_clk or negedge reset_n) begin
    if(!reset_n) begin
        init_index              <= 4'b0;
        start                   <= 1'b0;
        spi_state               <= IDLE;
        read_index              <= 0;
        data_update_internal    <= 1'b0;
    end else if(init_index < INI_NUMBER) begin
        case(spi_state)
            IDLE : begin
                data_tx   <= {WRITE_MODE, write_data};
                start     <= 1'b1;
                spi_state <= TRANSFER;
            end
            TRANSFER : begin
                if (done) begin
                    init_index  <= init_index + 4'b1;
                    start       <= 1'b0;
                    spi_state   <= IDLE;
                end
            end
        endcase
     end else begin
        case(spi_state)
            IDLE : begin
                data_update_internal    <= 1'b0;
                read_index              <= 0;
                start                   <= 1'b0;
                if (sample) begin
                    spi_state <= INTERACT;
                end
            end
            INTERACT : begin
                data_tx[15:8] <= read_command;
                if (read_index > 0) begin
                    data_storage[read_index - 1'b1] <= data_rx;
                end
                start <= 1'b1;
                spi_state <= TRANSFER;
            end
            TRANSFER : begin
                if (done) begin
                    start <= 1'b0;
                    if (read_index == LAST_READ_COMMAND) begin
                        data_update_internal <= 1'b1;
                        spi_state   <= IDLE;
                    end else begin
                        read_index  <= read_index + 1'b1;
                        spi_state   <= INTERACT;
                    end
                end
            end
            default: begin
                spi_state <= IDLE;
            end
        endcase
    end
end
always @(posedge clk) begin
    data_update_shift <= {data_update_shift[0], data_update_internal};
end
assign data_update = data_update_shift == 2'b01;
endmodule
module spi_serdes(
        input                       reset_n,
        input                       spi_clk,
        input                       spi_clk_out,
        input       [15:0]          data_tx,
        input                       start,
        output                      done,
        output reg  [7:0]           data_rx,
        output                      SPI_SDI,
        input                       SPI_SDO,
        output                      SPI_CSN,
        output                      SPI_CLK
    );
localparam  IDLE = 0;  
localparam WRITE = 1;  
localparam  READ = 2;  
localparam STALL = 3;  
reg [1:0]  state = IDLE;
reg [3:0]  count;
reg [15:0] data_tx_reg;
reg read;
wire spi_active;
assign spi_active = (state == READ || state == WRITE);
assign SPI_CSN = ~(spi_active || start);
assign SPI_CLK = spi_active ? spi_clk_out : 1'b1;
assign SPI_SDI = (state == WRITE) ? data_tx_reg[count] : 1'b1;
assign done    = (state == STALL);
always @(posedge spi_clk or negedge reset_n) begin
    if (reset_n == 1'b0) begin
        state <= IDLE;
    end else begin
        case (state)
            IDLE : begin
                count <= 4'hf;
                if (start) begin
                    read        <= data_tx[15];
                    data_tx_reg <= data_tx;
                    state       <= WRITE;
                end
            end
            WRITE : begin
                count <= count - 4'b0001;
                if (read && (count == 8)) begin
                    state <= READ;
                end else if (count == 0) begin
                    state <= STALL;
                end
            end
            READ : begin
                count <= count - 4'b0001;
                data_rx <= {data_rx[6:0],SPI_SDO};
                if (count == 0) begin
                    state <= STALL;
                end
            end
            STALL: state <= IDLE;
        endcase
    end
end
endmodule
==> flow/run.sh <==
#!/bin/bash
# OpenROAD 26Q1-2900-gdf79404cd8, Yosys 0.63+post, stock flow scripts
make -C /OpenROAD-flow-scripts/flow DESIGN_CONFIG=/design/flow/config.mk WORK_HOME=/design/flow/orfs finish
==> flow/config.mk <==
export PLATFORM = sky130hd
export DESIGN_NAME = spi_control
export DESIGN_NICKNAME = spi_control
export VERILOG_FILES = /design/flow/design.v
export SDC_FILE = /design/flow/constraint.sdc
export NUM_CORES = 4
export LEC_CHECK = 1
export CORE_UTILIZATION = 40
==> flow/constraint.sdc <==
current_design spi_control

set clk_period 2.7
set clk_io_pct 0.2

create_clock -name clk0 -period $clk_period [get_ports {clk}]
create_clock -name clk1 -period $clk_period [get_ports {spi_clk}]

set non_clock_inputs [all_inputs -no_clocks]
set_input_delay [expr $clk_period * $clk_io_pct] -clock clk0 $non_clock_inputs
set_output_delay [expr $clk_period * $clk_io_pct] -clock clk0 [all_outputs]
==> impl_metrics.ini <==
; generated from flow reports
[outcome]
status = completed

[routing]
ant_nets = 0
drc_errors = 0
first_pass_iters = 4
wl_mm = 6.63
vias = 2433
diodes = 0
viasPerCell = 4.94
drt_iter0_drc = 62
wire_per_inst_um = 13.5

[global_routing]
track_usage = 0.139
grt_antenna_before_repair = 0
grt_pass1_vias = 2434
grt_pass1_wl_mm = 11.4
globalRouteOverflowTotal = 0
grt_max_degree = 21

[worst_setup_path]
worst_setup_path_end_kind = output port
crit_family = multiplexers
cp_cell_sequence = buf_4 > mux4_2 > nor2_1 > o311ai_2 > dlymetal6s2s_1
slowest_delay_ns = 0.49
crit_arrival_ns = 1.82
crit_buf_inv = 2
crit_cells = 5
critPathMaxFanout = 4
rrSetupSlack_ns = 0.36
slowest_stage = mux4_2
crit_required_ns = 2.16
path_class = flop to output port
reg2reg_depth = 6
cp-start-kind = flop

[placed_design]
io_buffers = 39
place_inst = 470
dp_hpwl_mm = 4.53
pre_cts_slack_ns = 0.328
detailed_place.area_sq_um = 4690
place.gp.congestion = 0.840

[yosys]
synth_area_sq_um = 4130
ys_top_cells_by_area = edfxtp_1 (49%), dfrtp_1 (18%), ha_1 (4.8%), xnor2_1 (2.3%), nand2_1 (2.2%)
yosys_most_used_dff = edfxtp_1
top_cell = edfxtp_1
synth_area_per_cell_sq_um = 13.8
synth-seq-cells = 100
yosys_warnings = 3
postSynthSeqShare = 0.686
yosysChipArea_sq_um = 4130
synthArstFlopShare = 0.300
yosysTopAreaCell = edfxtp_1
edf_count = 68
yosys-stat-cells = 300
netlist_instances = 300
top_area_frac = 0.494
common_cells = edfxtp_1 (68), dfrtp_1 (29), nand2_1 (24), nor2_1 (22), ha_1 (16)
synth_cell_types = 45

[floorplanning]
core_area_sq_um = 9910
ioPinCount = 43
die-height_um = 104
fp.dieW_um = 104
fp_util = 0.417
rows = 36
die_area_sq_um = 10700

[timing]
relSlewSlack = 0.584
tightest_slew_ns = 0.619
fin_setup_tns_ns = 0
grt_setup_unrepaired = false
fin_skew_ns = 0.0128
holdWs_ns = 0.340
final_max_slew_viol_count = 0
hold_viol_final = 0
setup_viol = 0
setup_ws_ns = 0.340

[worst_hold_path]
holdPathStages = 0
min_path_type = flop to flop

[power_and_ir_drop]
p_switching_mw = 0.592
finalPower_mw = 2.69
ir_drop_mv = 0.259
leakage_nw = 1.86
clkPwrFrac = 0.385
powerDensity_nw_per_um2 = 539
power_frac_seq = 0.604
sw_frac_of_total = 0.220
internal-power_mw = 2.10
combPwrFrac = 0.010

[cts]
cts_sinks = 100
cts_tree = done
clk_pin_slew_ns = 0.10

[run]
warnings = 38
drv_cap = 0

[finish]
area_growth_pct = 20.6
stdcell_area_sq_um = 4990
fin_cells = 493
drive_gt1_frac = 0.100
largest_reg_flops = 32
fin_util = 0.503
regMostFlops = data_storage
reg_top3 = data_storage x32, sample_count x16
-- timing repair --
item,CTS,global route
gates resized,1,2
pin swaps,0,1
setup buffers,2,2
hold buffers,0,0
setup endpoints to repair,1,1
gates cloned,0,0
-- per-layer routing --
layer	vias up	routed length, um	GRT usage
met4	0	117	0.0217
met5	-	0	0
met2	66	3020	0.204
met1	1143	3180	0.232
li1	1212	-	-
met3	12	316	0.0346
-- cell type report --
class,instances,area (sq um)
Sequential cell,100,2830
Tap cell,133,166
Inverter,14,52.6
Multi-Input combinational cell,179,1220
Fill cell,838,4920
Timing Repair Buffer,48,460
Clock inverter,7,86.3
Clock buffer,12,165
-- power by group through the flow --
stage     logic (mW)  clock network, mW  registers (mW)
4_1_cts       0.0270               1.07            1.63
5_1_grt       0.0313               1.14            1.63
6_report      0.0274               1.04            1.63
-- cell usage in the layout, fill, tap and decap left out, drive strengths merged, types with 3 or more instances in the layout --
cell type,Yosys,final
a21oi,10,10
nand4,4,4
xor2,5,5
inv,14,15
and3,3,3
o211ai,3,3
edfxtp,68,68
a21o,4,4
dfrtp,29,29
xnor2,11,11
nor4,6,6
o21ai,8,8
clkdlybuf4s50,0,38
nand3,12,12
and2,4,4
clkbuf,2,12
nor3,4,4
clkinv,0,6
buf,5,9
a211oi,4,4
nor2,22,22
a31oi,6,6
nand2,24,24
mux2i,3,3
nand2b,6,6
ha,16,16
nor2b,5,5
-- logic make-up (layout without fill, tap and decap cells) --
| logic type | Yosys count | in the layout | share of synthesized area |
|---|---|---|---|
| mux | 5 | 5 | 0.0182 |
| fa+ha+maj | 16 | 16 | 0.0484 |
| compound gates | 46 | 46 | 0.0724 |
| buf+inv | 21 | 81 | 0.0206 |
| xor+xnor | 16 | 16 | 0.0339 |
| flops | 100 | 100 | 0.686 |
| simple gates | 96 | 96 | 0.121 |
-- final timing paths --
kind                                           start                     end
worst min register to register  data_update_shift[0]    data_update_shift[1]
max in group asynchronous                    reset_n            spi_state[0]
worst max-delay path                 serdes.count[0]                 SPI_SDI
min in group clk1                        data_tx[15]  serdes.data_tx_reg[15]
worst min-delay path            data_update_shift[0]    data_update_shift[1]
worst max register to register         init_index[0]      data_storage[2][4]
max in group clk1                      init_index[0]      data_storage[2][4]
min in group asynchronous                    reset_n        sample_count[10]
Power figures rest on the tool's default switching activity, not on a simulated workload.
